==> /design/flow/design.v <==
`timescale 1ns / 1ps
module div_frec(
	input wire clk_in,
	output wire clk_out
	);
	parameter M = 100_000_000;
	localparam N = 15;
	reg [N-1:0] divcounter = 0;
	always @(posedge clk_in)
		if (divcounter == M - 1)
			divcounter <= 0;
		else
			divcounter <= divcounter + 1;
	assign clk_out = divcounter[N-1];
endmodule
`timescale 1ns / 1ps
module fullAdder_4b(a,progre,regre,cin,clk, reset, sseg, AN);
localparam 	STATE_0 = 3'd0,
						STATE_1 = 3'd1,
						STATE_2 = 3'd2,
						STATE_3 = 3'd3,
						STATE_4 = 3'd4,
						STATE_5 = 3'd5;
input cin;
input [3:0] a;
input progre;
input regre;
input clk;
input reset;
output [7:0] sseg;	 
output  [3:0] AN;	 
reg [3:0] resultado = 4'd0;
wire [3:0] suma;
wire [3:0] resta;
reg initSignalProgresive =1'b0;
wire finalSignalProgresive;
reg initSignalRegresive=1'b0;
wire finalSignalRegresive=1'b0;
reg [2:0] state, nextState; 
initial begin
	state = 0;
end
always @ ( posedge clk_out ) begin
	if (reset)
		state <= STATE_0;
	else begin
		state <= nextState;
	end
end
always @ ( * ) begin
	nextState = state;
	case (state)
		default:
		begin
			nextState = STATE_0;
		end
	endcase
end
printer printer (
    .suma(a), 
    .clk(clk), 
    .reset(reset), 
    .sseg(sseg), 
    .AN(AN)
    );
div_frec div_fsm (
    .clk_in(clk),
    .clk_out(clk_out)
    );
progresiveCount progresiveCount (
    .initSignal(initSignalProgresive), 
    .finalSignal(finalSignalProgresive), 
    .clk(clk), 
    .reset(reset), 
    .suma(suma)
    );
endmodule
`timescale 1ns / 1ps
module printer(suma, clk, reset, sseg, AN);
localparam
					 V0 = 	 8'b1_0_0_0_0_0_0_1,	 
					 V1 = 	 8'b1_1_1_1_0_0_1_1,	 
					 VU = 	 8'b0_0_0_1_1_0_1_1;	 
localparam 	STATE_0 = 3'd0,
						STATE_1 = 3'd1,
						STATE_2 = 3'd2,
						STATE_3 = 3'd3; 
input [3:0] suma;
input clk;
input reset;
output reg [7:0] sseg;	 
output reg [3:0] AN;	 
reg [2:0] state, nxtState;  
function [7:0] binTo7Seg;
	input [1:0] bin;
	case (bin)
		4'h0: binTo7Seg = V0;
		4'h1: binTo7Seg = V1;
		default: binTo7Seg = VU;
	endcase
endfunction
initial begin
	state = 0;
end
always @ ( posedge clk_out ) begin
	if (reset)
		state <= STATE_0;
	else begin
		state <= nxtState;
	end
end
always @ ( * ) begin
	nxtState = state;
	case (state)
		STATE_0:	 
		begin
			AN = 4'b1110;
			sseg = binTo7Seg(suma[0]);
			nxtState = STATE_1;
		end
		STATE_1:	 
		begin
			AN = 4'b1101;
			sseg = binTo7Seg(suma[1]);
			nxtState = STATE_2;
		end
		STATE_2:	 
		begin
			AN = 4'b1011;
			sseg = binTo7Seg(suma[2]);
			nxtState = STATE_3;
		end
		STATE_3:	 
		begin
			AN = 4'b0111;
			sseg = binTo7Seg(suma[3]);
			nxtState = STATE_0;
		end
		default:
		begin
			AN = 4'b1111;
			sseg = binTo7Seg(VU);
			nxtState = STATE_0;
		end
	endcase
end
div_frec div_printer (
    .clk_in(clk), 
    .clk_out(clk_out)
    );
endmodule
`timescale 1ns / 1ps
module progresiveCount(initSignal,finalSignal,clk,reset,suma
    );
input initSignal;
output reg finalSignal;
input clk;
input reset;
output reg [3:0] suma;	
localparam 	STATE_0 = 3'd0,
						STATE_1 = 3'd1,
						STATE_2 = 3'd2;
reg [2:0] state, nxtState; 
initial begin
	state = 0;
end
always @ ( posedge clk_out ) begin
	if (reset)
		state <= STATE_0;
	else begin
		state <= nxtState;
	end
end
always @ ( * ) begin
	nxtState = state;
	case (state)
		STATE_0:	
		begin
			suma=4'd0;
			finalSignal=1'b0;
			if(initSignal) nxtState = STATE_1;
			else nxtState = STATE_0;
		end
		STATE_1:
		begin
			if(suma<15)
			begin 
				suma= suma+4'd1;
				nxtState = STATE_1;
			end
			else nxtState = STATE_2;
		end
		STATE_2:	
		begin
			finalSignal=1'b1;
			if(initSignal) nxtState = STATE_0;
			else nxtState = STATE_2;
		end
		default:
		begin
			nxtState = STATE_0;
		end
	endcase
end
div_frec div_progre (
    .clk_in(clk), 
    .clk_out(clk_out)
    );
endmodule
==> /design/flow/run.sh <==
#!/bin/bash
# OpenROAD 26Q1-2900-gdf79404cd8, Yosys 0.63+post, stock flow scripts
make -C /OpenROAD-flow-scripts/flow DESIGN_CONFIG=/design/flow/config.mk WORK_HOME=/design/flow/orfs finish
==> /design/flow/config.mk <==
export PLATFORM = sky130hd
export DESIGN_NAME = fullAdder_4b
export DESIGN_NICKNAME = fullAdder_4b
export VERILOG_FILES = /design/flow/design.v
export SDC_FILE = /design/flow/constraint.sdc
export NUM_CORES = 4
export LEC_CHECK = 1
export CORE_AREA = 10 10 78 78
export DIE_AREA = 0 0 88 88
==> /design/flow/constraint.sdc <==
current_design fullAdder_4b

set clk_period 2.6
set clk_io_pct 0.2

create_clock -name clk0 -period $clk_period [get_ports {clk}]

set non_clock_inputs [all_inputs -no_clocks]
set_input_delay [expr $clk_period * $clk_io_pct] -clock clk0 $non_clock_inputs
set_output_delay [expr $clk_period * $clk_io_pct] -clock clk0 [all_outputs]
==> impl.org <==
#+TITLE: Synthesis and PnR summary

** Status
- The run finished with clean final reports.

** Final timing
- The timer found 2 register pins that no clock reaches; their paths are not timed.
- Post-layout minimum cycle time :: about 2200 ps
- Final worst path period share :: 85.0%
- Max Transition Viols Final :: 0
- Endpoints failing hold in the final report were tallied at 0.
- Hold timing on the final database bottoms out at a slack of between 400 and 500 ps.
- Based on the critical path, the design can be clocked at up to roughly 450 MHz.
- Final setup violating endpoints :: 0
- Setup repair after global routing missed its margin :: no
- The clock arrives with between 6 and 7 ps of skew.
- 8 endpoints have no timing constraint.
- Setup total negative slack on the finished layout was measured at 0 ps.

** Global route
- Recorded from the global router log, the overflow total was 0.
- Entering global routing, the biggest net connects 10 pins.
- Overall fraction of global-route tracks in use :: 3.07%
- First-pass GRT wire length :: around 2 mm
- The initial antenna violation count was 0.
- The via count of the first global-routing pass was 475.

** Placement
- At the end of routability-driven placement, the weighted congestion stood at 0.757.
- The count of buffers added on input and output ports is 15.
- Estimated wirelength of the detail-placed design :: 1.02 mm
- The number of placed instances, taps included, is 148.

** Logic synthesis
- Synth top cell by count :: sky130_fd_sc_hd__dfxtp_1
- Top cells, area :: sky130_fd_sc_hd__dfxtp_1 (43%), sky130_fd_sc_hd__ha_1 (11%), sky130_fd_sc_hd__xor2_1 (8.8%)
- Yosys printed 7 warnings.
- For this run, the chip area from Yosys synthesis comes to approximately 800 um2.
- In the Yosys report, the sequential cells make up ~43% of the chip area.
- The biggest area contributor in the post-synthesis netlist is sky130_fd_sc_hd__dfxtp_1.
- Top area contributor share :: between 40% and 50%
- The commonest register cell is sky130_fd_sc_hd__dfxtp_1.
- In the Yosys stats the netlist draws on 17 distinct library cells.
- Per the Yosys statistics, synthesis produced about 85 cells.
- The commonest cells after synthesis are sky130_fd_sc_hd__dfxtp_1 (17), sky130_fd_sc_hd__inv_1 (11), sky130_fd_sc_hd__xor2_1 (8).
- Synthesis inferred 17 register bits.
- After technology mapping, the gate count stands at between 80 and 90.
- Syn Area/Cell :: 9.38 um2
- Number of enable flip-flop cells :: 0
- Async set-or-reset flop fraction in the synthesized netlist :: 0%
- Summing every instance area after synthesis gives 797 um2.

** Final layout
- The final report lists a non-filler cell total of 152.
- Share of post-route cells with drive strength above 1 :: approximately 7%
- Layout Area Growth over Synthesis :: 29.0%

** Critical path
- The worst setup path is of the in -> out kind.
- On the critical path the data arrives at ~1700 ps.
- Element type at the critical path end :: output port
- The worst setup path is launched from a primary input.
- The data required time reported for the critical path is around 2100 ps.
- Of all nets on the critical path, the largest fanout is 2.

** Detailed routing
- The routed layout has 566 vias.
- Drt drc :: 0
- The routed design ends up with an antenna cell count of 0.
- For this block, the initial DRC count from the detailed router was 4.
- WL/cell :: ~8 um
- Final wirelength :: about 1.2 mm
- According to the report, the first pass of detailed routing completed in 4 iterations.
- For this run, the detailed router reports a per-instance via density of 3.72.
- Residual antenna-violating net count after detailed routing :: 0

** Floorplanning
- Chip footprint :: ~7700 um2
- FP Rows :: 24
- The die is about 90 um wide.
- Area of the core :: approximately 4400 um2
- IO Count :: 21
- Initial Utilization :: 18.1%
- The die is 88 um tall.

** Pwr
- Worst IR Drop VDD :: around 0.00031 V
- Summing internal, switching and leakage power gives 425 uW.
- The flow reported a cell area power density of approximately 410 nW/um2.
- Static leakage :: about 0.44 nW

** Flow run
- Max cap viols :: 0
- Tool warnings :: 33

** CTS
- # resized after CTS :: 0
- No sink is reached through more buffers than the 2 on the longest clock path.
- CTS tree :: built
- Per the CTS log, the maximum H-tree level is 1.
- The tree is rooted in a sky130_fd_sc_hd__clkbuf_8.
- The timing report gives the clock slew at the launch and capture registers of the worst setup and hold paths as 50 ps.
- Number of buffers inserted for hold repair after clock tree synthesis :: 0
- CTS added clock buffers totalling 3.
- Latest clock arrival within the worst-skew pair :: approximately 240 ps
- The number of setup buffers added after CTS is 0.

** Min path
- The worst hold path belongs to the class reg -> reg.
==> worst max-delay path, cell delays in order <==
cell and delay [ps]:
sky130_fd_sc_hd__clkdlybuf4s50_1 400, sky130_fd_sc_hd__a22oi_1 220, sky130_fd_sc_hd__nand3_1 120, sky130_fd_sc_hd__clkdlybuf4s50_1 420
==> stage by stage <==
step           util (%)  instance area [um2]  worst slack (ps)
6_report           23.3                 1030               389
5_1_grt            23.3                 1030               305
4_1_cts            23.3                 1030               374
3_5_place_dp       22.3                  982               375
3_3_place_gp       22.3                  982               370
2_1_floorplan         -                  797              1160
==> cell usage in the layout, fill, tap and decap left out, drive strengths merged <==
cell type      count
clkbuf             3
clkdlybuf4s50     15
nor2               4
nand2              5
nand4              4
nor4               2
xnor2              5
nor3               6
nor2b              1
inv               11
ha                 7
clkinv             1
xor2               8
conb               2
nand3              7
dfxtp             17
a22oi              2
==> sequential cells by signal, summed over array words and instances, names as in the netlist <==
name,count
printer.state,2
printer.div_printer.divcounter,15
==> where the power goes <==
| group | internal, mW | switching (mW) | leakage (nW) |
|---|---|---|---|
| Clock | 0.106 | 0.0762 | 0.0255 |
| Sequential | 0.230 | 0 | 0.137 |
| Combinational | 0.0104 | 0.00246 | 0.279 |
==> metal layers <==
metal	GRT usage, %	up-vias	part of all wire [%]
li1	-	299	-
met1	4.50	247	53
met2	4.17	18	34
met3	1.40	2	12
met4	0.290	0	0.48
met5	0	-	0
==> logic make-up after synthesis <==
group,synth area share [%]
compound gates,1.88
buf+inv,8.95
xor+xnor,14.3
other cells,0.942
flops,42.7
fa+ha+maj,11.0
simple gates,20.3
==> path summary, 6_finish.rpt <==
path | cells after the start | endpoint | slack [ps] | start
max | 4 | sseg[1] | 390 | a[3]
min | 1 | printer.div_printer.divcounter[0] | 430 | printer.div_printer.divcounter[0]
max reg2reg | 4 | printer.div_printer.divcounter[14] | 1230 | printer.div_printer.divcounter[0]
min reg2reg | 1 | printer.div_printer.divcounter[0] | 430 | printer.div_printer.divcounter[0]
==> cell type report <==
class / instances / area, um2
tap: 52 / 65.1
clock inverter: 1 / 5.00
sequential: 17 / 340
multi-input combinational: 53 / 385
timing repair buffer: 15 / 150
fill: 459 / 3390
clock buffer: 3 / 41.3
inverter: 11 / 41.3
Power figures rest on the tool's default switching activity, not on a simulated workload.
