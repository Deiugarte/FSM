`./design.v`:
```
`timescale 1ns / 1ps
module debounce (
  input clk,
  input reset,
  input wire sw,
  output reg db_level	 
  );
localparam [1:0]
                 zero			= 2'b00,
					  wait0			= 2'b01,
                 one			= 2'b10,
                 wait1  	= 2'b11;
localparam N = 3;	 
reg [1:0] state_reg, state_next;
reg [N - 1:0]   q_reg;
wire [N - 1:0]  q_next;
wire q_zero;
reg q_load, q_dec;
always @ (posedge clk, posedge reset)
  if (reset) begin
  	state_reg <= zero;
		q_reg <= 0;
  end
	else begin
		state_reg <= state_next;
		q_reg <= q_next;
	end
assign q_next = (q_load)	? {N{1'b1}} :  
								(q_dec)		? q_reg - 1 :  
														q_reg;
assign q_zero = (q_next == 0);
always @ ( * ) begin
	state_next = state_reg;	 
	q_load = 1'b0;					 
	q_dec = 1'b0;						 
	case (state_reg)
		zero: begin
			db_level = 1'b0;
			if (sw) begin
				state_next = wait1;
				q_load = 1'b1;
			end
		end
		wait1: begin
			db_level = 1'b0;
			if (sw) begin
				q_dec = 1'b1;
				if (q_zero) begin
					state_next = one;
				end
			end
			else  
				state_next = zero;
		end
		one: begin
			db_level = 1'b1;
			if (~sw) begin
				state_next = wait0;
				q_load = 1'b1;
			end
		end
		wait0: begin
			db_level = 1'b1;
			if (~sw) begin
				q_dec = 1'b1;
				if (q_zero) begin
					state_next = zero;
				end
			end
			else  
				state_next = one;
		end
		default: state_next = zero;
	endcase
end
endmodule
```
`./run.sh`:
```
#!/bin/bash
# OpenROAD 26Q1-2900-gdf79404cd8, Yosys 0.63+post, stock flow scripts
make -C /OpenROAD-flow-scripts/flow DESIGN_CONFIG=/design/flow/config.mk WORK_HOME=/design/flow/orfs finish
```
`./constraint.sdc`:
```
current_design debounce

set clk_period 2.4
set clk_io_pct 0.2

create_clock -name clk0 -period $clk_period [get_ports {clk}]

set non_clock_inputs [all_inputs -no_clocks]
set_input_delay [expr $clk_period * $clk_io_pct] -clock clk0 $non_clock_inputs
set_output_delay [expr $clk_period * $clk_io_pct] -clock clk0 [all_outputs]
```
`./config.mk`:
```
export PLATFORM = sky130hd
export DESIGN_NAME = debounce
export DESIGN_NICKNAME = debounce
export VERILOG_FILES = /design/flow/design.v
export SDC_FILE = /design/flow/constraint.sdc
export NUM_CORES = 4
export LEC_CHECK = 1
export CORE_AREA = 10 10 70 70
export DIE_AREA = 0 0 80 80
```
==> notes.md <==
Quick summary of the implementation run below.

The clock tree from TritonCTS is built. The class of the tightest hold or removal check is in2async. For reference, the top logic cell family by area is simple AND/OR/NAND/NOR gates.

The number of distinct library cell variants in the gate-level netlist after synthesis came out at 27. The number of port buffers came out at 3. According to the CTS report, the clock sink count is 7. Each instance of the synthesized netlist takes up on average 9.03 um^2. The die extent in y is 80 um.

Looking at the cell usage after synthesis, the top flip-flop cell is sky130_fd_sc_hd__dfrtp_1. The maximum net fanout on the critical path is 6. The fraction of registers with async set or reset after synthesis came out at 100%. The arrival time reported for the critical path endpoint is approximately 1.4 ns. Global routing consumed, over all layers together, 2.72% of the routing resources. Subtracting the final worst setup slack from the clock period gives ~1.9 ns. The Yosys chip area is 415 um^2. After filler insertion, the fill cell instance count of the layout stands at around 400. The analysis attributes to cell leakage a power of between 0.2 and 0.25 nW. The area enclosed by the die boundary is 0.00640 mm^2. The yosys synthesis warning count is 1.

The highest ir drop seen on vdd is 0.000188 V. The remaining number of nets flagged by the antenna check after routing is 0. The synthesized cell area came out at around 420 um^2. The initial antenna violation count is 0.

The register area share after synthesis is 42.5%. STA classifies the critical path startpoint as a flop. The total power density per cell area is between 600 and 700 mW/mm^2.

In this build the clock could be raised as far as 528 MHz. The number of detailed-routing iterations run before antenna repair came out at 4. The total tool warning count came out at 25. The adder-cell share of the synthesized area is between 3 and 4%. The flip-flop count of the largest register after layout came out at 4. The proportion of layout cells with a drive suffix above 1 is 13.5%. The pin slew with the least headroom to its limit came out at between 0.6 and 0.7 ns. The worst setup path is captured at an output pin. After layout, the setup clock skew is reported as ~0.00060 ns. The worst slew margin relative to its limit came out at 59.3%. The fraction of synthesized area in multiplexers is under 10%. The synthesized netlist cell count is 46. The effective utilization at floorplan came out at 12.2%. Of the total synthesized cell area, the portion taken by XOR and XNOR cells is 2.11%. The routed layout has around 340 vias. The post-synthesis compound-gate area fraction came out at 16.0%. The final RePlAce weighted congestion is between 0.7 and 0.8. Per the finish-stage timing summary, setup violations number 0. The setup TNS is 0 ns. The number of maximum-capacitance violations is 0. Final hold analysis gives a worst-case slack of between 0.4 and 0.5 ns.

The core footprint came out at between 0.003 and 0.004 mm^2. The remaining global-route overflow is 0. CTS reports a maximum clock tree buffer depth of 2.

The number of buffers created by CTS is 3. The classification of the worst setup path is reg2out. The post-synth count of flops with an enable pin is 0. The die extent in x came out at 80 um.

The largest net degree at the start of global routing is 10. The flow ran to the end, and the final reports show no timing, DRC or antenna violations. The total setup buffers inserted after CTS came out at 0. The post-CTS hold buffer count recorded in the log is 0.

Detailed placement finished with a half-perimeter wire length of 668 um. According to the I/O placement log, the pin count is 4. The timing report gives the clock slew at the launch and capture registers of the worst setup and hold paths as 0.05 ns. The site row count came out at 21. The buffer type at the clock tree root is sky130_fd_sc_hd__clkbuf_4. For this run, the script counts the antenna cells in the layout as 0.

The clock latency reported for the late side of the worst-skew pair came out at ~0.25 ns. The max-slew violation count came out at 0. The portion of the clock cycle consumed by the worst path in the final layout came out at around four fifths. The synthesized netlist was found by Yosys to have 46 cells. Using the TritonRoute via totals, the vias-per-cell ratio works out to around 3.5.

The number of levels the H-tree was split into is 1. Setup repair after global routing left no endpoint under its margin. Of the total synthesized cell area, the portion taken by AND, OR, NAND and NOR gates is 29.5%. The number of endpoints with negative hold slack in the final report came out at 0. The number of global-route vias before repair was approximately 310. Post-CTS repair ended up resizing 0 cells. The number of DRC violations after detailed routing is 0. After synthesis the netlist holds a flip-flop and latch count of 7. The aggregate routed wire length is 834 um. The required time at the worst-slack endpoint came out at 1.92 ns.

The relative area change from synthesis to final layout is 26.8%. The first global-routing pass estimated 1.36 mm of wire. The routed wire length per instance came out at about 8.5 um. The number of violations reported at the end of detailed-routing iteration 0 is 14.
[kinds of logic after synthesis]
kind of cell / count (synthesis)
mux: 1
buf+inv: 5
flops: 7
xor+xnor: 1
simple gates: 20
fa+ha+maj: 1
compound gates: 11
[metrics by stage]
| stage | utilization [%] | instance area [um^2] | instances | worst slack [ns] | power, W |
|---|---|---|---|---|---|
| floorplan | - | 415 | 46 | 0.943 | 0.000201 |
| global placement | 14.6 | 499 | 94 | 0.391 | 0.000218 |
| detailed placement | 14.6 | 499 | 94 | 0.365 | 0.000221 |
| CTS | 15.4 | 527 | 98 | 0.484 | 0.000332 |
| global route | 15.4 | 527 | 98 | 0.431 | 0.000353 |
| finish | 15.4 | 527 | 98 | 0.507 | 0.000326 |
[worst paths after layout]
kind	slack [ns]	end	start	cells after the start
max	0.51	db_level	state_reg[2]	2
min	0.48	q_reg[2]	reset	2
max reg2reg	0.83	state_reg[0]	q_reg[0]	5
min reg2reg	0.54	state_reg[0]	state_reg[0]	2
max in group asynchronous	1.65	state_reg[0]	reset	2
min in group clk0	0.54	state_reg[0]	state_reg[0]	2
[worst max-delay path: stages, from the launching register on]
cell,delay (ns)
sky130_fd_sc_hd__dfrtp_1,0.42
sky130_fd_sc_hd__or2_1,0.30
sky130_fd_sc_hd__clkdlybuf4s50_1,0.44
[cells in the final DEF, fill, tap and decap left out, types with 2 or more instances in the layout]
cell                              n
sky130_fd_sc_hd__clkdlybuf4s50_1  3
sky130_fd_sc_hd__nand2_1          3
sky130_fd_sc_hd__a21oi_1          5
sky130_fd_sc_hd__inv_1            4
sky130_fd_sc_hd__nor3_1           3
sky130_fd_sc_hd__dfrtp_1          6
sky130_fd_sc_hd__clkbuf_4         3
sky130_fd_sc_hd__nor2_1           2
sky130_fd_sc_hd__nand3_1          2
sky130_fd_sc_hd__o21ai_0          2
[power by group]
part | total, W | switching (W) | internal [W] | leakage (nW)
Sequential | 0.000147 | 0.0000132 | 0.000134 | 0.0811
Combinational | 0.0000722 | 0.0000398 | 0.0000324 | 0.110
Clock | 0.000106 | 0.0000454 | 0.0000609 | 0.0177
[cells in the mapped netlist, types with 2 or more instances]
library cell,count,area (um^2)
sky130_fd_sc_hd__inv_1,4,15.0
sky130_fd_sc_hd__nor2_1,2,7.51
sky130_fd_sc_hd__nand3_1,2,10.0
sky130_fd_sc_hd__dfrtp_1,6,150
sky130_fd_sc_hd__nand2_1,3,11.3
sky130_fd_sc_hd__nor3_1,3,15.0
sky130_fd_sc_hd__a21oi_1,5,25.0
sky130_fd_sc_hd__o21ai_0,2,10.0
[routing by layer]
metal	share of wire, %	track usage [%]	vias to the layer above
li1	-	-	175
met1	45	3.17	156
met5	0	0	-
met4	2.4	0.528	0
met3	9.4	2.16	2
met2	43	3.85	7
[cell type report]
| type | count | area [um^2] | area share [%] |
|---|---|---|---|
| multi-input combinational | 34 | 220 | 41.8 |
| sequential | 7 | 176 | 33.5 |
| tap | 46 | 57.6 | 10.9 |
| timing repair buffer | 3 | 30.0 | 5.70 |
| clock buffer | 3 | 22.5 | 4.28 |
| inverter | 4 | 15.0 | 2.85 |
| clock inverter | 1 | 5.00 | 0.950 |
Power is estimated from default activity; no workload was simulated.
