--- flow/run.sh ---
#!/bin/bash
# OpenROAD 26Q1-2900-gdf79404cd8, Yosys 0.63+post, stock flow scripts
make -C /OpenROAD-flow-scripts/flow DESIGN_CONFIG=/design/flow/config.mk WORK_HOME=/design/flow/orfs finish
--- flow/config.mk ---
export PLATFORM = sky130hd
export DESIGN_NAME = regresiveCount
export DESIGN_NICKNAME = regresiveCount
export VERILOG_FILES = /design/flow/design.v
export SDC_FILE = /design/flow/constraint.sdc
export NUM_CORES = 4
export LEC_CHECK = 1
export CORE_AREA = 10 10 70 70
export DIE_AREA = 0 0 80 80
--- flow/constraint.sdc ---
current_design regresiveCount

set clk_period 1.7
set clk_io_pct 0.2

create_clock -name clk0 -period $clk_period [get_ports {clk_out}]

set non_clock_inputs [all_inputs -no_clocks]
set_input_delay [expr $clk_period * $clk_io_pct] -clock clk0 $non_clock_inputs
set_output_delay [expr $clk_period * $clk_io_pct] -clock clk0 [all_outputs]
--- flow/design.v ---
`timescale 1ns / 1ps
module regresiveCount(initSignal,finalSignal,clk_out,reset,resta
    );
input initSignal;
output reg finalSignal;
input clk_out;
input reset;
output reg [3:0] resta;	
localparam 	STATE_0 = 3'd0,
						STATE_1 = 3'd1,
						STATE_2 = 3'd2;
reg [2:0] state, nxtState; 
initial begin
	state = 0;
end
always @ ( posedge clk_out ) begin
	if (reset)
		state <= STATE_0;
	else begin
		state <= nxtState;
	end
end
always @ ( * ) begin
	nxtState = state;
	case (state)
		STATE_0:	
		begin
			resta=4'd15;
			finalSignal=1'b0;
			if(initSignal) nxtState = STATE_1;
			else nxtState = STATE_0;
		end
		STATE_1:
		begin
			if(resta>0)
			begin 
				resta= resta-4'd1;
				nxtState = STATE_1;
			end
			else nxtState = STATE_2;
		end
		STATE_2:	
		begin
			finalSignal=1'b1;
			if(initSignal) nxtState = STATE_0;
			else nxtState = STATE_2;
		end
		default:
		begin
			nxtState = STATE_0;
		end
	endcase
end
endmodule
==> commit_impl_results.txt <==
Update PnR metrics after Yosys + OpenROAD run

* Final instance count without filler cells: 82
* Antenna Diode Count: 0
- Final wirelength: about 600 microns
- After detailed placement, the total cell area comes to between 300 and 400 sq um.
- Final count of pins violating max slew: 0
- Lkg Pwr: about 0.16 nW
- Sequential cells account for between 30% and 40% of the total power.
- 10 endpoints have no timing constraint.
- CTS placed an instance of sky130_fd_sc_hd__clkbuf_4 at the clock tree root.
- The routed design shows a wire length per standard cell of ~7.4 microns.
* Vias in the first global route: between 200 and 300
- Distinct cell type count of the synthesized netlist: 16
- The timer found 5 register pins that no clock reaches; their paths are not timed.
- Across all setup checks in the final design, the least slack found is between 0.6 and 0.7 ns.
- Pin count of the biggest net entering global routing: 7
- TritonCTS built the clock tree.
- Cell family contributing the most delay on the critical path: buffers and inverters
- Relative to the synthesized area, the layout overhead comes to 61.3%.
- Flip-flop and latch count after synthesis: 7
- Headroom to the max-slew limit came out at 81.4%.
* Slew of the pin with the lowest slew margin: between 0.2 and 0.3 ns
- FILL cells: around 400
* Die width: ~80 microns
- Global routing consumed, over all layers together, 1.95% of the routing resources.
- Critical path buffer and inverter count: 1
- The power report lists cell-internal power as about 130 uW.
* Most numerous logic cell after layout: sky130_fd_sc_hd__clkdlybuf4s50_1
- HP Start: state[1]
- Terminus of the critical flop-to-flop path: state[1]
- Combinational cell fraction of total power: 6.7%
- Clock tree synthesis inserted a total of 3 buffers.
- Static timing analysis puts the maximum clock frequency at between 0.9 and 1 GHz.
- R2R Setup Slk: a little under 0.8 ns
- Data on the critical path arrives at its endpoint at ~1.1 ns.
- After floorplanning, the core was sized to cover about 0.0034 sq mm.
- Period utilisation layout: between 50% and 60%
* Global-route wire length before repair: 1020 microns
- Switching power total: 35.2 uW
- Clock slew at the register clock pins of the worst setup and hold paths: roughly 0.030 ns
* Cell count after synthesis: 27
- The worst setup path is captured at a flop.
- Number of search-and-repair iterations in the first detailed-routing pass: 2
- Per the CTS log, the maximum H-tree level is 1.
- In the final layout, the share of cells above drive strength 1 is ~14%.
* Remaining number of nets flagged by the antenna check after routing: 0
* Post-placement setup slack: ~0.46 ns
- For reference, the most critical setup path is categorized as primary input to flop.
- The clock passes through at most 2 buffers.
- The synthesis report lists the Yosys warning total as 9.
- Most instantiated logic cells after routing: sky130_fd_sc_hd__clkdlybuf4s50_1 (7), sky130_fd_sc_hd__dlxtn_1 (5), sky130_fd_sc_hd__nor2b_1 (3), sky130_fd_sc_hd__nand2_1 (3), sky130_fd_sc_hd__clkbuf_4 (3)
- The floorplan step records an initial core utilization of under 10%.
* Number of antenna violations at the first check in global routing: 0
- Post-Synthesis Mean Instance Area: around 9 sq um
* Overall via count from detail_route: around 220
- Critical-path cell with the highest stage delay: sky130_fd_sc_hd__clkdlybuf4s50_1
- Largest stage delay on the critical path: 0.50 ns
* Min-Delay Path Depth: 1
- Postcts setup bufs: 0
* CP startpoint kind: primary input
- Area taken by flip-flops and latches: roughly 120 sq um
* Inst Count DP: 79
* Number of buffer cells added on primary ports: 7
- The worst hold path terminates at state[0].
* Ys cells: 27
- Setup repair after global routing left no endpoint under its margin.
- Total number of warnings across the stage logs: 25
* Peak VDD IR: approximately 330 uV
- After floorplanning, the die was sized to cover 0.00640 sq mm.
- Beginning of the worst register-to-register path: state[0]
- The critical path maximum fanout is 3.
- Late-Pin Clk Latency: approximately 0.22 ns
* IO Pins: 8
- The report lists the cells along the critical path as clkdlybuf4s50_1, nor2b_1, a22o_1.
- Hold Violations, Final: 0
- Summing all non-filler instances in the final layout gives an area of approximately 390 sq um.
* Hold/Removal Path Class: flop to flop
* Combinational cell area excluding buffers and inverters: ~110 sq um
* Required time reported for the critical path endpoint: roughly 1.8 ns
* Vias per std cell: 2.67
- Total power for the finished layout comes to 170 uW.
- Netlist Area Pre-Place: between 200 and 250 sq um
- Final weighted congestion in routability-driven placement: around 0.68
- The end-of-flow timing check tallies setup violations at 0.
- Post-detailed-route DRC marker count: 0
* Iteration-0 DRC count of the detailed router: 4
- Once the clock tree was built, the resizer swapped 0 gates to a different size.
* Die boundary height: approximately 80 microns
- The clock period could shrink to about 1 ns.
- Hold-fix buffer count after cts: 0
- In the final timing run, aggregate negative setup slack is 0 ns.
- Net switching is roughly 21% of the power.
- The flow ran to the end, and the final reports show no timing, DRC or antenna violations.
* R2r worst-path depth: 2
- Max capacitance violation total: 0
- The flow reported a cell area power density of around 440 mW/mm^2.
* Layout Skew: ~0.00045 ns
* Floorplan row count: 21
- For this run the aggregate overflow at the end of global routing stands at 0.
- Clock network power share: between 60% and 70%
* Area figure in the yosys stat output: around 240 sq um
-- layer usage --
layer / vias up / wire length [microns] / global-route usage (%)
met5: - / 0 / 0
met4: 0 / 12 / 0.880
met3: 2 / 103 / 1.14
met2: 10 / 197 / 2.81
met1: 96 / 290 / 2.27
li1: 111 / - / -
-- state kept, by name (all words and copies together) (netlist names) --
register and flops:
finalSignal 1, state 2, resta 4
-- per-stage QoR --
step / utilization [%] / hold WS (ns)
finish: 11.3 / 0.541
global route: 11.3 / 0.583
CTS: 11.3 / 0.547
detailed placement: 10.6 / 0.538
global placement: 10.6 / 0.516
floorplan: - / 0.419
-- power by group through the flow --
stage	logic [mW]	clock network [mW]	registers (mW)
6_report	0.0113	0.106	0.0527
5_1_grt	0.0129	0.117	0.0532
4_1_cts	0.0115	0.115	0.0526
-- cell families after synthesis --
| kind of cell | count (synthesis) | synth area share, % |
|---|---|---|
| simple gates | 13 | 31.4 |
| latches | 5 | 31.4 |
| buf+inv | 3 | 4.71 |
| compound gates | 2 | 6.81 |
| flops | 2 | 16.8 |
| xor+xnor | 1 | 3.67 |
| fa+ha+maj | 1 | 5.23 |
-- synth_stat cells --
| library cell | n | share of area, % |
|---|---|---|
| sky130_fd_sc_hd__o31ai_1 | 1 | 3.1 |
| sky130_fd_sc_hd__a22o_1 | 1 | 3.7 |
| sky130_fd_sc_hd__ha_1 | 1 | 5.2 |
| sky130_fd_sc_hd__and4bb_2 | 1 | 5.2 |
| sky130_fd_sc_hd__clkbuf_1 | 1 | 1.6 |
| sky130_fd_sc_hd__nand3_1 | 1 | 2.1 |
| sky130_fd_sc_hd__dlxtn_1 | 5 | 31 |
| sky130_fd_sc_hd__nor2_1 | 2 | 3.1 |
| sky130_fd_sc_hd__or4_1 | 1 | 3.1 |
| sky130_fd_sc_hd__xnor2_1 | 1 | 3.7 |
| sky130_fd_sc_hd__nor4_1 | 1 | 2.6 |
| sky130_fd_sc_hd__nand2_1 | 3 | 4.7 |
| sky130_fd_sc_hd__or2_2 | 1 | 2.6 |
| sky130_fd_sc_hd__nor2b_1 | 3 | 7.9 |
| sky130_fd_sc_hd__inv_1 | 2 | 3.1 |
| sky130_fd_sc_hd__dfxtp_1 | 2 | 17 |
-- layout make-up --
type / count / area share (%)
Sequential cell: 7 / 29.9
Clock buffer: 3 / 5.84
Tap cell: 46 / 14.9
Multi-Input combinational cell: 17 / 29.2
Timing Repair Buffer: 7 / 18.2
Inverter: 2 / 1.95
-- worst register-to-register path: cells and delay by family, from the launching register on --
| family | cells | cell delay [ns] |
|---|---|---|
| AND/OR/NAND/NOR | 1 | 0.27 |
| flip-flops | 1 | 0.34 |
| AND-OR/OR-AND | 1 | 0.20 |
-- how the worst max path moves through the flow --
stage | from | end | slack, ns | cells after the start
after CTS | reset | state[1] | 0.69 | 3
after global routing | reset | state[1] | 0.68 | 3
final | reset | state[1] | 0.70 | 3
Power figures rest on the tool's default switching activity, not on a simulated workload.
